==> design/flow/design.v <==
module lif_neuron_fixedpoint #(
    parameter THRESHOLD = 8'd64,      
    parameter LEAK_FACTOR = 8'd12     
)(
    input  logic clk,
    input  logic rst,
    input  logic input_spike,           
    output logic spike,                 
    output logic [7:0] potential        
);
    logic [15:0] scaled_potential;
    logic [7:0] new_potential;
    always_ff @(posedge clk or posedge rst) begin
        if (rst) begin
            potential <= 0;
            spike <= 0;
        end else begin
            scaled_potential = (potential * LEAK_FACTOR) >> 4;
            new_potential = scaled_potential[7:0] + (input_spike ? 8'd16 : 8'd0);
            if (new_potential >= THRESHOLD) begin
                spike <= 1;
                potential <= 0;   
            end else begin
                spike <= 0;
                potential <= new_potential;
            end
        end
    end
endmodule
==> design/flow/run.sh <==
#!/bin/bash
# OpenROAD 26Q1-2900-gdf79404cd8, Yosys 0.63+post, stock flow scripts
make -C /OpenROAD-flow-scripts/flow DESIGN_CONFIG=/design/flow/config.mk WORK_HOME=/design/flow/orfs finish
==> design/flow/config.mk <==
export PLATFORM = sky130hd
export DESIGN_NAME = lif_neuron_fixedpoint
export DESIGN_NICKNAME = lif_neuron_fixedpoint
export VERILOG_FILES = /design/flow/design.v
export SDC_FILE = /design/flow/constraint.sdc
export NUM_CORES = 4
export LEC_CHECK = 1
export CORE_AREA = 10 10 80 80
export DIE_AREA = 0 0 90 90
==> design/flow/constraint.sdc <==
current_design lif_neuron_fixedpoint

set clk_period 3.1
set clk_io_pct 0.2

create_clock -name clk0 -period $clk_period [get_ports {clk}]

set non_clock_inputs [all_inputs -no_clocks]
set_input_delay [expr $clk_period * $clk_io_pct] -clock clk0 $non_clock_inputs
set_output_delay [expr $clk_period * $clk_io_pct] -clock clk0 [all_outputs]
==> ci_impl_report.md <==
## Synthesis and layout report

| Metric | Value |
|---|---|
| Min Hold Slack | 0.6506 ns |
| Async SR Flop Fraction | 1.000 |
| Antenna cells | 0 |
| Critical path arrival | 3.00 ns |
| Pleak | 0.4282 nW |
| CP Cell Sequence | ha_1, a21o_1, a31oi_1, xnor2_1, ha_2, ha_2, nand3b_1, xnor2_2, a2111oi_4, a211oi_4, or2_1 |
| Post-Synthesis Cells | 66 |
| Row count | 25 |
| H-tree levels | 1 |
| Max cap viols | 0 |
| Gpl congestion | 0.7917 |
| RSZ-0062 raised after global routing | no |
| Post-Syn Area | 686.9 um^2 |
| DR WL/cell | 9.877 um |
| Worst reg2reg startpoint | potential[4] |
| PD cells | 699.6 nW/um^2 |
| Area growth syn-to-layout | 46.08% |
| DRC viols | 0 |
| Final Hold Vio Count | 0 |
| Share of cells above drive strength 1 | 0.1839 |
| Initial antenna violation count | 0 |
| Final std cells w/o fill | 154 |
| Register area | 225.2 um^2 |
| Setup TNS | 0 ns |
| Hold_buf cts | 0 |
| Ports | 12 |
| Largest net degree at the start of global routing | 10 |
| FF-to-FF path depth | 11 |
| Die Y | 90 um |
| Fp_density | 0.1454 |
| Top_reg_cell synth | dfrtp_1 |
| Ys cells | 66 |
| Post-Route Utilization | 0.2125 |
| Sink Count | 9 |
| Vias per Instance | 3.539 |
| Worst path buffer plus inverter count | 0 |
| Clock-pin slew on the worst setup and hold paths | 0.04 ns |
| Latency at later pin | 0.22 ns |
| Number of global-route vias before repair | 517 |
| Post-detail-place hpwl | 1.217 mm |
| CP Max Fanout | 7 |
| Fin. max-slew vios | 0 |
| Placed Cells | 147 |
| Met2 usage | 0.06174 |
| Most frequent cell on the critical path | ha_2 |
| Clock Tree Root | clkbuf_8 |
| Clock buffer depth | 2 |
| Hold Crit Class | in -> async |
| Flops after synth | 9 |
| Post-synthesis sequential area ratio | 0.3279 |
| Max rail drop VDD | 0.2733 mV |
| Worst setup EP type | flip-flop |
| Total vias in the final route | 545 |
| Log Warnings | 27 |
| Synth unique cells | 29 |
| Period minus WS final | 2.888 ns |
| Max Fclk | 346.2 MHz |
| Met3 Track Usage GR | 0.005029 |
| # setup viols final | 0 |
| Outcome | finished clean |
| Startpoint types | flip-flop |
| Met1 usage | 0.05266 |
| Total grt overflow | 0 |
| Initial DRC Count | 9 |
| EDFF count, synth | 0 |
| # fillers | 518 |
| Combinational Area | 483.0 um^2 |
| Die Area | 8100 um^2 |
| DRT Pass-1 Iters | 4 |
| Yosys warning tally | 1 |
| TritonCTS clock tree | built |
| Critical path's top delay family | adder cells |
| Post-synthesis chip area from yosys | 686.9 um^2 |
| Total Power | 0.7020 mW |
| Final Cycle Share | 0.9318 |
| Crit path largest cell delay | 0.40 ns |
| Final WL | 1.521 mm |
| FF-to-FF setup slack | 0.21 ns |
| CORE AREA | 4723 um^2 |
| Req. time, crit path | 3.21 ns |
| Avg Synthesized Cell Area | 10.41 um^2 |
| Die W | 90 um |
| Post-route ant nets | 0 |
| GRT Max-Usage Layer | met2 |
| Total GRT Usage | 0.03817 |
| Count of input and output buffers | 11 |
| Crit path kind | reg -> reg |
| CTS Buf Count | 3 |
| First-pass GRT wire length | 2.649 mm |
| RR Endpoint | spike |
| Skew final | 0.001787 ns |
| Slowest CP cell | dfrtp_1 |
-- cell families (layout without fill, tap and decap cells) --
group	Yosys count	count (layout)	share of synthesized area
compound gates	16	16	0.1931
simple gates	16	16	0.1330
fa+ha+maj	11	11	0.2113
flops	9	9	0.3279
xor+xnor	8	8	0.1020
buf+inv	5	25	0.02733
other cells	1	2	0.005459
-- registers in the layout, summed over array words and instances, names as in the netlist --
name / flops
potential: 8
spike: 1
-- timing repair --
item,in CTS,in global routing
buffers inserted,0,3
gates resized,0,6
endpoints found under the setup margin,0,7
-- worst max-delay path by stage --
stage,startpoint,endpoint,slack [ns],depth (start not counted)
global route,potential[2],spike,0.004,12
finish,potential[4],spike,0.21,11
CTS,potential[1],spike,0.07,12
-- Yosys cell counts (all sizes together), types with 2 or more instances --
master / number / area (um^2)
ha: 10 / 125.1
dfrtp: 9 / 225.2
inv: 5 / 18.77
xnor2: 5 / 43.79
a21oi: 4 / 20.02
nor3: 4 / 20.02
xor2: 3 / 26.28
a21o: 2 / 15.01
nand2: 2 / 7.510
nand2b: 2 / 12.51
nor3b: 2 / 15.01
-- cells in the final DEF (no fill, tap or decap), types with 2 or more instances in the layout --
| cell | instances |
|---|---|
| nor3b_1 | 2 |
| conb_1 | 2 |
| ha_1 | 8 |
| clkdlybuf4s50_1 | 11 |
| nor3_1 | 4 |
| a21o_1 | 2 |
| clkbuf_8 | 3 |
| xnor2_1 | 4 |
| xor2_1 | 3 |
| dfrtp_1 | 9 |
| nand2b_1 | 2 |
| nand2_1 | 2 |
| buf_4 | 5 |
| inv_1 | 5 |
| a21oi_1 | 3 |
| ha_2 | 2 |
-- stage by stage --
| stage | setup WS (ns) | instance area (um^2) |
|---|---|---|
| 4_1_cts | 0.06658 | 944.7 |
| 5_1_grt | 0.003740 | 1003 |
| 2_1_floorplan | 0.3279 | 690.7 |
| 3_5_place_dp | 0.08822 | 899.6 |
| 6_report | 0.2115 | 1003 |
| 3_3_place_gp | 0.06196 | 899.6 |
-- layout make-up --
| cell class | instances | share of cell area |
|---|---|---|
| flip-flops and latches | 9 | 0.2244 |
| well taps | 67 | 0.08354 |
| inverters | 5 | 0.01870 |
| repair buffers | 16 | 0.1471 |
| multi-input cells | 53 | 0.4813 |
| clock buffers | 4 | 0.04489 |
-- per-layer routing --
| metal | vias up | routed length (um) |
|---|---|---|
| met5 | - | 0 |
| met4 | 0 | 15 |
| met3 | 2 | 38 |
| met2 | 12 | 744 |
| met1 | 252 | 722 |
| li1 | 279 | - |
-- power breakdown --
part	internal, mW	switching (mW)	total (mW)	leakage [nW]
sequential	0.154	0.0310	0.185	0.115
clock	0.0890	0.0394	0.128	0.0228
combinational	0.208	0.181	0.388	0.291
Power is estimated from default activity; no workload was simulated.
