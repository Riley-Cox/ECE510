`flow/design.v`:
```
module conv3x3_multi_channel_core #(
    parameter integer NUM_INPUT_CHANNELS  = 3,
    parameter integer NUM_OUTPUT_CHANNELS = 2,
    parameter integer DATA_WIDTH = 8,
    parameter integer RESULT_WIDTH = 32
)(
    input  logic clk,
    input  logic rst_n,
    input  logic valid_in,
    input  wire signed [NUM_INPUT_CHANNELS-1:0][2:0][2:0][DATA_WIDTH-1:0] data_in,
    input  wire signed [NUM_OUTPUT_CHANNELS-1:0][NUM_INPUT_CHANNELS-1:0][2:0][2:0][DATA_WIDTH-1:0] kernel,
    input  wire signed [NUM_OUTPUT_CHANNELS-1:0][RESULT_WIDTH-1:0] bias,
    output logic signed [NUM_OUTPUT_CHANNELS-1:0][RESULT_WIDTH-1:0] result_out,
    output logic valid_out
);
    logic signed [63:0] acc [NUM_OUTPUT_CHANNELS-1:0];
    logic signed [NUM_OUTPUT_CHANNELS-1:0][RESULT_WIDTH-1:0] relu_result;
    always_comb begin
        for (int o = 0; o < NUM_OUTPUT_CHANNELS; o++) begin
            acc[o] = bias[o];
            for (int c = 0; c < NUM_INPUT_CHANNELS; c++) begin
                for (int i = 0; i < 3; i++) begin
                    for (int j = 0; j < 3; j++) begin
                        acc[o] += (data_in[c][i][j] * kernel[o][c][i][j]);
                    end
                end
            end
            relu_result[o] = (acc[o] > 0) ? acc[o] : 0;
        end
    end
    always_ff @(posedge clk or negedge rst_n) begin
        if (!rst_n) begin
            for (int k = 0; k < NUM_OUTPUT_CHANNELS; k++) begin
                result_out[k] <= '0;
            end
            valid_out <= 0;
        end else if (valid_in) begin
            for (int k = 0; k < NUM_OUTPUT_CHANNELS; k++) begin
                result_out[k] <= relu_result[k];
            end
            valid_out <= 1;
        end else begin
            valid_out <= 0;
        end
    end
endmodule
```
`flow/run.sh`:
```
#!/bin/bash
# OpenROAD 26Q1-2900-gdf79404cd8, Yosys 0.63+post, stock flow scripts
make -C /OpenROAD-flow-scripts/flow DESIGN_CONFIG=/design/flow/config.mk WORK_HOME=/design/flow/orfs finish
```
`flow/config.mk`:
```
export PLATFORM = sky130hd
export DESIGN_NAME = conv3x3_multi_channel_core
export DESIGN_NICKNAME = conv3x3_multi_channel_core
export VERILOG_FILES = /design/flow/design.v
export SDC_FILE = /design/flow/constraint.sdc
export NUM_CORES = 4
export LEC_CHECK = 1
export CORE_UTILIZATION = 50
```
`flow/constraint.sdc`:
```
current_design conv3x3_multi_channel_core

set clk_period 1.1
set clk_io_pct 0.2

create_clock -name clk0 -period $clk_period [get_ports {clk}]

set non_clock_inputs [all_inputs -no_clocks]
set_input_delay [expr $clk_period * $clk_io_pct] -clock clk0 $non_clock_inputs
set_output_delay [expr $clk_period * $clk_io_pct] -clock clk0 [all_outputs]
```
==> flow_summary.ini <==
; flow metrics
[routing]
vias = 93860
routed_wl_um = 485000
vias_per_cell = 5.05
avgRoutedWirePerCell_um = 26.1
dr.pass1.iters = 27
ant_nets = 0
drcViolationCount = 0
drt_iter0_drc = 4128

[floorplan]
io_pins = 780
die_w_um = 505
die_area_um2 = 255000
die-height_um = 505
fp-row-count = 184
coreArea_um2 = 251000
fp_util_pct = 50.3

[timing]
rsz0062_at_grt = yes
fin_ws_ns = -8.38
slew_headroom_pct = 67.4
period_minus_slack_ns = 9.48
fin_setup_tns_ns = -513.27
finalClockPeriodUsage_pct = 862
fmaxAchievable_mhz = 105
finalSetupViolCount = 129
finalHoldViolCount = 65
worstMarginPinSlew_ns = 0.487
worst_hold_slack_ns = -0.125
skew_ns = 0
slew_violations = 0

[final_layout]
final_layout_top_logic_cells = inv_1, fa_1, and2_1, ha_1, buf_4
fin_cells = 18596
fillCellCount = 20326
final_common_cell = inv_1
drive_gt1_share_pct = 19.0
area_delta_synth_final_pct = 22.6

[run]
max_cap_violations = 0
log.warning_count = 76

[clock_network]
insertion_delay_ns = 0.35
clockBufferDepth = 2
cts.sink_count = 65
path_clk_slew_ns = 0.07
numCtsBuffers = 9
cts_root_buffer = clkbuf_16
htree_levels = 3
cts_tree = done

[worst_setup_path]
path_max_fanout = 15
cpMaxStageDelayCell = fa_2
slowest_delay_ns = 0.67
crit_path_frequent_cell = fa_1
cp-start-kind = input pin
cp.arrival_ns = 9.73
criticalPathCategory = in2reg
crit_path_end_kind = flop
required_ns = 1.35

[place]
dp.cells = 18355
hpwl_um = 451000
port_buffers = 779
place_congestion = 1.10

[synth]
yosysWarnings = 2
ff_type = dfrtp_1
syn_inst = 13001
ys_async_sr_fraction_pct = 100
ys_cells = 13001
syn-cell-area_um2 = 126000
ys_seq_share_pct = 1.29
edf_count = 0
yosys_area_um2 = 126000
top_cells_by_area = fa_1, ha_1, and2_1
largest_area_cell = fa_1
ys.flops = 65
ys_types = 54
syn_area_per_cell_um2 = 9.72
top_cell_area_share_pct = 54.4

[status]
failed_checks = hold timing, setup timing
status = finished, violations left

[worst_hold_path]
holdCritPathClass = in2async

[global_routing]
grt-ovfl-total = 0
grt_first_pass_wirelength_um = 715000
gr-usage-all-layers_pct = 43.0
antenna_found_initial = 27
grt_max_degree = 66
first_global_vias = 108568
## critical path: cells and delay by family
family | cells | cell delay (ns)
AOI/OAI and AO/OA | 4 | 0.78
and+or+nand+nor | 2 | 0.44
adders and majority gates | 14 | 7.01
buffers and inverters | 7 | 0.89
muxes | 1 | 0.25
xor gates and xnor gates | 1 | 0.15
## synth_stat cells, types with 17 or more instances
cell type / instances
fa_1: 3434
mux2_2: 38
clkbuf_1: 234
ha_1: 1508
inv_1: 3902
a21o_1: 24
dfrtp_1: 65
o21a_1: 17
xnor2_1: 33
and2_1: 2388
a21oi_1: 66
nor2_1: 34
o21ai_0: 19
nand2_1: 1105
## final timing paths
path	from	end	slack [ns]	cells after the start
max in group asynchronous	rst_n	result_out[5]	0.85	2
hold / removal	rst_n	result_out[44]	-0.12	2
min in group clk0	valid_in	valid_out	0.27	2
setup reg to reg	result_out[12]	result_out[12]	0.20	1
hold reg to reg	result_out[17]	result_out[17]	0.50	2
setup / recovery	data_in[80]	result_out[53]	-8.38	29
## routing by layer
layer | GRT usage, % | up-vias | wire [µm]
li1 | - | 41234 | -
met4 | 20.8 | 42 | 33900
met2 | 63.8 | 4074 | 225000
met3 | 21.0 | 891 | 59600
met1 | 54.5 | 47619 | 166000
met5 | 2.55 | - | 1110
## what timing repair did
item / 4_1_cts / 5_1_grt
endpoints found under the setup margin: 129 / 129
cloned: 7 / 1
pin swaps: 604 / 393
hold endpoints to repair: 65 / 65
setup buffers: 197 / 18
gates resized: 1583 / 503
## state kept, by name, indices dropped and copies added (netlist names)
register	cells
valid_out	1
result_out	64
## cell families (layout without fill, tap and decap cells)
kind of cell / after synthesis / in the layout / synth area share, %
muxes: 40 / 40 / 0.358
DFF: 65 / 65 / 1.29
xor gates and xnor gates: 43 / 43 / 0.298
other: 0 / 19 / 0
buffers and inverters: 4144 / 6372 / 12.3
AOI/OAI and AO/OA: 183 / 183 / 0.974
adders and majority gates: 4942 / 4942 / 69.3
and+or+nand+nor: 3584 / 3584 / 15.5
## metrics by stage
stage                     worst slack, ns  hold WS (ns)  cell area (µm²)  utilization (%)
after global routing                -8.59       -0.0880           155000             61.6
final                               -8.38        -0.125           155000             61.7
after floorplan                     -7.91       -0.0756           128000                -
after detailed placement            -9.45         0.283           150000             59.8
after global placement              -9.50         0.276           150000             59.8
after CTS                           -8.40        -0.103           154000             61.4
## layout make-up
class | instances | area, µm² | share of cell area (%)
Sequential cell | 65 | 1630 | 1.05
Clock buffer | 9 | 225 | 0.145
Antenna cell | 19 | 47.5 | 0.0307
Inverter | 3902 | 14700 | 9.45
Tap cell | 3348 | 4190 | 2.70
Multi-Input combinational cell | 8792 | 112000 | 72.4
Timing Repair Buffer | 2455 | 22000 | 14.2
Clock inverter | 6 | 92.6 | 0.0597
