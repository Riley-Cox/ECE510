<file path="./config.mk">
export PLATFORM = sky130hd
export DESIGN_NAME = lif_neuron
export DESIGN_NICKNAME = lif_neuron
export VERILOG_FILES = /design/flow/design.v
export SDC_FILE = /design/flow/constraint.sdc
export NUM_CORES = 4
export LEC_CHECK = 1
export CORE_UTILIZATION = 30
</file>
<file path="./design.v">
module lif_neuron #(
    parameter int WIDTH = 16,
    parameter int THRESHOLD = 100,
    parameter int LEAK = 1,
    parameter int REFRACTORY = 5
) (
    input  logic clk,
    input  logic rst,
    input  logic [WIDTH-1:0] input_current,
    output logic spike,
    output logic [WIDTH-1:0] debug_potential   
);
    logic [WIDTH-1:0] membrane_potential;
    logic [$clog2(REFRACTORY+1)-1:0] refractory_cnt;
    always_ff @(posedge clk or posedge rst) begin
        if (rst) begin
            membrane_potential <= 0;
            refractory_cnt <= 0;
            spike <= 0;
        end else begin
            if (refractory_cnt > 0) begin
                refractory_cnt <= refractory_cnt - 1;
                spike <= 0;
            end else begin
                if (membrane_potential + input_current >= THRESHOLD) begin
                    spike <= 1;
                    membrane_potential <= 0;
                    refractory_cnt <= REFRACTORY;
                end else begin
                    membrane_potential <= (membrane_potential + input_current > LEAK) ?
                                           (membrane_potential + input_current
                                           - LEAK) : 0;
                                                               spike <= 0;
                                                                               end
                                                                                           end
                                                                                                   end
                                                                                                     end
                                                                                                       endmodule
</file>
<file path="./run.sh">
#!/bin/bash
# OpenROAD 26Q1-2900-gdf79404cd8, Yosys 0.63+post, stock flow scripts
make -C /OpenROAD-flow-scripts/flow DESIGN_CONFIG=/design/flow/config.mk WORK_HOME=/design/flow/orfs finish
</file>
<file path="./constraint.sdc">
current_design lif_neuron

set clk_period 5.1
set clk_io_pct 0.2

create_clock -name clk0 -period $clk_period [get_ports {clk}]

set non_clock_inputs [all_inputs -no_clocks]
set_input_delay [expr $clk_period * $clk_io_pct] -clock clk0 $non_clock_inputs
set_output_delay [expr $clk_period * $clk_io_pct] -clock clk0 [all_outputs]
</file>
==> results_slide.txt <==
Synthesis and Place & Route Summary

Floorplanning
  – CORE AREA: 6350 sq um
  – Count of standard-cell rows: 29
  – Share of the core filled by cells before placement: 31.0%
  – Vertical extent of the die: 83.0 microns
  – Die outline area: 6890 sq um
  – I/O pin cnt: 35
  – Die X: 83.0 microns

Worst setup path
  – Critical Path AT: 4.12 ns
  – Cells on worst reg2reg path: 10
  – Endpoint of the worst-slack reg-to-reg timing path: refractory_cnt[1]
  – Number of logic stages on the critical path including buffering: 11
  – Slowest library cell on the worst path: fa_1
  – Worst R2R Setup Slack: 1.94 ns
  – Critical path launch point: input_current[0]
  – Critical path class: primary input to flop
  – Series of cell instances along the critical path: clkdlybuf4s50_1 > ha_1 > fa_1 > a21o_2 > a21oi_1 > xor2_1 > a21boi_1 > o2111ai_1 > nor3_2 > a41oi_1 > mux2_4
  – Setup crit end: refractory_cnt[1]
  – CP startpoint kind: primary input
  – Total buffers and inverters traversed by the critical path: 1
  – Crit path capture type: flop
  – Largest stage delay, worst path: ~0.43 ns
  – Worst flop-to-flop path startpoint: membrane_potential[0]
  – Required time worst endpoint: 5.25 ns
  – Kind of cell with the highest combined delay on the critical path: AND-OR/OR-AND gates
  – CP max FO: 4

Synthesis
  – Synthesized netlist cell count: 209
  – Async set-or-reset flop fraction in the synthesized netlist: 100%
  – Number of synthesis warnings: 17
  – Yosys reg bits: 20
  – Primary FF master, synth: dfrtp_1
  – Sequential share of the synthesized area: ~25%
  – Total standard cell area after synthesis: 1970 sq um
  – Cell total in the yosys stat output: ~210
  – Mean cell area of the mapped netlist: 9.42 sq um
  – Number of distinct library cells after synthesis: between 60 and 70
  – Post-synthesis chip area from yosys: 1970 sq um
  – Post-synth EDFFs: 0

Routing
  – Residual DRC count: 0
  – Number of antenna-violating nets in the routed design: 0
  – WL/cell: 12.8 microns
  – Vias after detailed routing: ~1500
  – Vias per cell: between 4 and 5
  – DRT Wirelength: 3880 microns
  – DRC violation total after the first TritonRoute iteration: approximately 68
  – Number of antenna cells inserted: 0
  – Drt first pass iters: 4

Place
  – Dpl hpwl: 3050 microns
  – Minimum setup slack after placement: 0.820 ns
  – Total placed cells including tap cells: 298
  – Routability cong.: 0.884
  – Number of buffers added on ports: 18

CTS
  – Num CTS Buffers: 3
  – Insertion Delay late pin: between 0.2 and 0.3 ns
  – Hold buffer count at CTS: 0
  – Clock Path Buffers: 2
  – Post-CTS setup buffer count: 0
  – Clock slew at the register clock pins of the worst setup and hold paths: 0.08 ns
  – TritonCTS clock tree: yes
  – Master cell of the clock root buffer: clkbuf_8
  – Post_cts resized: 0
  – Clock sink total: 20
  – Depth of the CTS H-tree: 1

Final timing
  – Measured slew at the worst slew-check pin: 0.663 ns
  – Max-Slew Margin vs Limit: 55.8%
  – Final-report setup violation count: 0
  – Clock skew after layout: 0.00726 ns
  – Final Max Tran Viols: 0
  – Final Hold Vio Count: 0
  – Sum Neg Setup Slack: 0 ns
  – Final Cycle Share: 77.7%
  – Final worst setup slack: 1.13 ns
  – RSZ-0062 raised after global routing: false
  – Tmin final: 3.97 ns
  – Maximum clock rate: approximately 250 MHz

Global routing
  – Antenna violations before repair: 0
  – Wire length of the first global-routing pass: 6610 microns
  – All-layer global routing usage: 11.8%
  – Pin count of the biggest net entering global routing: 21
  – Vias in the first global route: 1385
  – Global-route congestion overflow total: 0

Outcome
  – Result of the run: finished, final reports clean

Pwr
  – Leakage power figure: slightly above 1 nW
  – Worst vdd ir: 0.172 mV
  – Power density normalized to cell area: 189 nW/um^2
  – Total design power: 0.000417 W

Run
  – Max cap viols: 0
  – Number of OpenROAD warnings: 26

Layout
  – Most instantiated logic cell after routing: dfrtp_1
  – Most frequent cells in the layout: dfrtp_1 (20), ha_1 (19), clkdlybuf4s50_1 (18)
  – Layout area overhead: 12.3%
  – Core occupancy in the finished layout: around a third
  – Share of cells above drive strength 1: 11.6%
  – Final non-filler cell total: about 300

Min path
  – Hold Path Class: flop to flop
[where the power goes]
group	switching (W)	internal [W]	total [W]
Clock	0.0000527	0.000105	0.000157
Combinational	0.0000408	0.0000448	0.0000856
Sequential	0.00000487	0.000170	0.000174
[cells by family after synthesis]
logic type                 share of synthesized area (%)
other                                              0.190
and+or+nand+nor                                     15.4
DFF                                                 25.4
adders and majority gates                           13.1
AOI/OAI and AO/OA                                   24.4
muxes                                               1.84
xor gates and xnor gates                            8.01
buffers and inverters                               11.6
[how the worst min path moves through the flow]
stage | start | end | cells past startpoint
finish | membrane_potential[8] | membrane_potential[8] | 1
global route | membrane_potential[8] | membrane_potential[8] | 1
CTS | membrane_potential[8] | membrane_potential[8] | 1
[worst register-to-register path: stages, from the launching register on]
cell and delay (ns):
dfrtp_1 0.39, ha_1 0.22, fa_1 0.43, a21o_2 0.24, a21oi_1 0.17, xor2_1 0.24
a21boi_1 0.33, o2111ai_1 0.19, nor3_2 0.29, a41oi_1 0.20, mux2_4 0.35
[flip-flops by register name (all words and copies together), names as in the netlist]
signal	count
membrane_potential	16
refractory_cnt	3
spike	1
[metrics by stage]
step	area (sq um)	hold slack [ns]
after floorplan	2030	0.459
after global placement	2140	0.488
after detailed placement	2140	0.489
after CTS	2210	0.510
after global routing	2210	0.517
final	2210	0.504
[area by class of cell]
type | count | area, sq um
Fill cell | 640 | 4140
Multi-Input combinational cell | 166 | 1300
Sequential cell | 20 | 500
Timing Repair Buffer | 19 | 188
Tap cell | 77 | 96.3
Inverter | 16 | 60.1
Clock buffer | 3 | 41.3
Clock inverter | 1 | 30.0
[per-layer routing]
layer	vias up	wire (microns)	global-route usage [%]
met3	2	156	1.72
met1	651	2020	19.0
met4	0	17	0.313
met2	37	1680	18.0
li1	765	-	-
met5	-	0	0
[synthesized netlist by cell type, drive strengths merged (2+ instances only)]
library cell	count	area [sq um]
nor3	4	25.0
dfrtp	20	500
buf	20	161
o21ai	6	30.0
a221oi	3	43.8
a311o	2	20.0
and3	5	38.8
or2	2	12.5
nor2b	6	37.5
o211ai	4	45.1
nand3	3	20.0
nor2	7	26.3
a21o	6	47.6
a31o	2	17.5
o2bb2ai	3	26.3
nor4	2	27.5
xor2	9	78.8
nand2	12	45.0
ha	19	238
a21oi	7	38.8
a211o	3	26.3
o22ai	7	43.8
clkbuf	2	7.51
inv	16	60.1
a21boi	2	15.0
a211oi	3	22.5
nand4	5	37.5
nand2b	2	12.5
mux2	2	26.3
xnor2	9	78.8
Power figures rest on the tool's default switching activity, not on a simulated workload.
