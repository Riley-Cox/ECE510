==> flow/design.v <==
module window_3x3_stream #(
  parameter DATA_WIDTH = 8,
  parameter IMG_WIDTH  = 5,
  parameter IMG_HEIGHT = 5,
  parameter CHANNEL_ID = 1,
  parameter STRIDE = 1
)(
  input  logic clk,
  input  logic rst_n,
  input  logic valid_in,
  input  logic signed [DATA_WIDTH-1:0] pixel_in,
  output logic valid_out,
  output logic signed [2:0][2:0][DATA_WIDTH-1:0] window
);
  logic signed [DATA_WIDTH-1:0] linebuf1 [0:IMG_WIDTH-1];
  logic signed [DATA_WIDTH-1:0] linebuf2 [0:IMG_WIDTH-1];
  logic signed [DATA_WIDTH-1:0] shift_reg0 [0:2];
  logic signed [DATA_WIDTH-1:0] shift_reg1 [0:2];
  logic signed [DATA_WIDTH-1:0] shift_reg2 [0:2];
  logic [$clog2(IMG_WIDTH*IMG_HEIGHT):0] pixel_count;
  logic valid_out_d,compute_valid, window_ready;
  integer col_counter,row_counter;
  assign compute_valid = (valid_in && row_counter >= 0 && col_counter >= 0);
int i,j;
  always_ff @(posedge clk or negedge rst_n) begin
    if(!rst_n)
      valid_out_d <= 0;
    else
      valid_out_d <= compute_valid;
  end
assign window_ready = (pixel_count >= (IMG_WIDTH * 2 + 2));
assign valid_out = valid_in && window_ready && (row_counter >=2 && col_counter >=2) && row_counter < IMG_HEIGHT && col_counter < IMG_WIDTH;
  always_ff @(posedge clk or negedge rst_n) begin
  int i;
    if (!rst_n) begin
      col_counter <= 0;
      row_counter <= 0;
      pixel_count <= 0;
      for (int i = 0; i < 3; i++) begin
        shift_reg0[i] <= '0;
        shift_reg1[i] <= '0;
        shift_reg2[i] <= '0;
      end
      for (int i = 0; i < IMG_WIDTH; i++) begin
        linebuf1[i] <= '0;
        linebuf2[i] <= '0;
      end
    end else if (valid_in && pixel_count < IMG_WIDTH * IMG_HEIGHT) begin
      for (i = 2; i > 0; i = i - 1) begin
        shift_reg0[i] <= shift_reg0[i-1];
        shift_reg1[i] <= shift_reg1[i-1];
        shift_reg2[i] <= shift_reg2[i-1];
      end
      shift_reg0[0] <= pixel_in;
      shift_reg1[0] <= linebuf1[col_counter];
      shift_reg2[0] <= linebuf2[col_counter];
      linebuf2[col_counter] <= linebuf1[col_counter];
      linebuf1[col_counter] <= pixel_in;
      pixel_count <= pixel_count + 1;
      if (col_counter == IMG_WIDTH-1) begin
        col_counter <= 0;
        if (row_counter != IMG_HEIGHT -1)
        row_counter <= row_counter +1;
      end
      else
        col_counter <= col_counter + 1;
    end
  end
  always_comb begin
  int j;
    for (j = 0; j < 3; j++) begin
      window[0][j] = shift_reg2[j];
      window[1][j] = shift_reg1[j];
      window[2][j] = shift_reg0[j];
    end
  end
endmodule
==> flow/run.sh <==
#!/bin/bash
# OpenROAD 26Q1-2900-gdf79404cd8, Yosys 0.63+post, stock flow scripts
make -C /OpenROAD-flow-scripts/flow DESIGN_CONFIG=/design/flow/config.mk WORK_HOME=/design/flow/orfs finish
==> flow/config.mk <==
export PLATFORM = sky130hd
export DESIGN_NAME = window_3x3_stream
export DESIGN_NICKNAME = window_3x3_stream
export VERILOG_FILES = /design/flow/design.v
export SDC_FILE = /design/flow/constraint.sdc
export NUM_CORES = 4
export LEC_CHECK = 1
export CORE_UTILIZATION = 40
==> flow/constraint.sdc <==
current_design window_3x3_stream

set clk_period 15.5
set clk_io_pct 0.2

create_clock -name clk0 -period $clk_period [get_ports {clk}]

set non_clock_inputs [all_inputs -no_clocks]
set_input_delay [expr $clk_period * $clk_io_pct] -clock clk0 $non_clock_inputs
set_output_delay [expr $clk_period * $clk_io_pct] -clock clk0 [all_outputs]
==> flow_metrics.tcl <==
# implementation run metrics
set metrics [dict create \
    max_freq_mhz 130 \
    floorplan.core_area_sq_um 23400 \
    critical_path_arrival_ps 4580 \
    worst_pin_slew_ps 782 \
    internal_power_w 0.00141 \
    pre_cts_slack_ps 7800 \
    place.detailed.hpwl_mm 12.4 \
    maxSlewHeadroom_pct 47.5 \
    ys_seq_share_pct 58.5 \
    netSwitchingPower_w 0.000666 \
    number_of_enable_type_register_cells_in_the_synthesized_netlist 0 \
    seq_power_share_pct 43.5 \
    htree_levels 1 \
    finalClockSkew_ps 8.85 \
    antenna_left 0 \
    routed_via_density 5.02 \
    ys_cells 921 \
    ctsRootBufferMaster "sky130_fd_sc_hd__clkbuf_16" \
    clk_pin_slew_worst_paths_ps 60 \
    finalPower_w 0.00208 \
    async_flop_share_pct 100 \
    tritoncts "built" \
    clockPowerShare_pct 25.3 \
    rows 56 \
    power.density_nw_per_um2 182 \
    clock_tree.buffer_depth 3 \
    port_buffers 83 \
    ys_ff 222 \
    max_cap_violations 0 \
    timing.critical_path.from_type "input port" \
    fp_util_pct 40.6 \
    rsz0062_at_grt "false" \
    drc 0 \
    post_synth.cell_area_avg_sq_um 10.3 \
    wire_length_of_the_first_global_routing_pass_mm 33.8 \
    drtIter0Drc 398 \
    detail_route.wl_per_cell_um 14.9 \
    grt_overflow 0 \
    via_count 6710 \
    synth.yosys.chip_area_sq_um 9500 \
    route.antenna.diode_count 0 \
    crit_fanout 4 \
    layout_setup_ws_ps 7820 \
    die_boundary_width_um 156 \
    fillerInstances 2122 \
    postSynthCellCount 921 \
    max_slew_violation_total_from_the_final_report 0 \
    grt_start_max_net_pins 74 \
    number_of_clock_buffers_inserted_by_tritoncts 23 \
    total_routing_usage_gr_pct 18.0 \
    number_of_antenna_violations_at_the_first_check_in_global_routing 0 \
    finalHoldViolCount 0 \
    gpl.final_weighted_congestion 0.814 \
    layout_cell_share_with_drive_strength_beyond_1_pct 10.0 \
    cts.repair_timing.setup_buffer_count 0 \
    yosys_warnings 6 \
    post_cts_resized 0 \
    switching_share_pct 32.0 \
    final_layout_top_logic_cell "sky130_fd_sc_hd__nand2_1" \
    worst_setup_path_end_kind "primary output" \
    worst_hold_slack_ps 449 \
    detail_route.wirelength_mm 19.9 \
    timing.critical_path.required_ps 12400 \
    p_leak_nw 5.22 \
    final_cell_mix "sky130_fd_sc_hd__nand2_1 (257), sky130_fd_sc_hd__dfrtp_1 (222), sky130_fd_sc_hd__clkdlybuf4s50_1 (82)" \
    cts_hold_buf 0 \
    synth_area_sq_um 9500 \
    r2r_setup_slack_ps 12610 \
    fp.dieH_um 156 \
    drt_first_pass_iters 6 \
    top_level_i_o_count 84 \
    worst_ir_drop_vdd_uv 68.0 \
    clock_latency_ps 510 \
    tns_ps 0 \
    final.period_utilization_pct 49.6 \
    hold_path_class "flop to flop" \
    setup_viol 0 \
    outcome "finished, final reports clean" \
    comb_power_share_pct 31.2 \
    flow.area_growth_from_synthesis_pct 20.1 \
    number_of_global_route_vias_before_repair 6529 \
    most_frequently_used_flop_master_after_synthesis "sky130_fd_sc_hd__dfrtp_1" \
    synth.distinct_cells 45 \
    crit_type "input port to primary output" \
    min_period_ps 7680 \
    chip_area_sq_um 24400 \
    clock-sinks 222 \
    log_warnings 32 \
]
## power groups by stage
stage / clock, W / combinational [W] / sequential (W)
5_1_grt: 0.000565 / 0.000742 / 0.000931
6_report: 0.000527 / 0.000648 / 0.000904
4_1_cts: 0.000543 / 0.000659 / 0.000906
## final cells by class
type / count / area, sq um / share of cell area (%)
Sequential cell: 222 / 5560 / 48.7
Multi-Input combinational cell: 639 / 3710 / 32.5
Timing Repair Buffer: 100 / 963 / 8.44
Clock buffer: 39 / 706 / 6.18
Tap cell: 319 / 399 / 3.50
Inverter: 15 / 56.3 / 0.493
Clock inverter: 3 / 18.8 / 0.164
## cell families (layout without fill, tap and decap cells)
group                      Yosys count  after routing  synth area share (%)
xor gates and xnor gates            62             62                  5.72
DFF                                222            222                  58.5
adders and majority gates           11             11                  1.45
and+or+nand+nor                    413            413                  19.3
muxes                               42             42                  4.98
buffers and inverters               60            157                  2.56
AOI/OAI and AO/OA                  111            111                  7.48
## final timing paths
kind	endpoint	startpoint	cells after the start
worst min-delay path	pixel_count[5]	pixel_count[5]	0
worst max register to register	linebuf2[4][0]	col_counter[0]	7
max in group asynchronous	shift_reg0[1][1]	rst_n	2
worst max-delay path	valid_out	valid_in	5
min in group asynchronous	shift_reg1[2][3]	rst_n	1
worst min register to register	pixel_count[5]	pixel_count[5]	0
## flip-flops by register name (all words and copies together) (netlist names)
signal,cells
linebuf1,40
linebuf2,40
col_counter,32
row_counter,32
shift_reg0,24
shift_reg1,24
shift_reg2,24
pixel_count,6
## cells in the mapped netlist (2+ instances only)
master                       n  share of area [%]
sky130_fd_sc_hd__nand2_1   257                 10
sky130_fd_sc_hd__dfrtp_1   222                 58
sky130_fd_sc_hd__o21ai_0    47                2.5
sky130_fd_sc_hd__mux2_2     42                5.0
sky130_fd_sc_hd__clkbuf_1   40                1.6
sky130_fd_sc_hd__nor2_1     35                1.4
sky130_fd_sc_hd__xnor2_1    33                3.0
sky130_fd_sc_hd__a22oi_1    32                2.5
sky130_fd_sc_hd__xor2_1     29                2.7
sky130_fd_sc_hd__nand3_1    27                1.4
sky130_fd_sc_hd__nor3_1     25                1.3
sky130_fd_sc_hd__nand4_1    23                1.5
sky130_fd_sc_hd__nor4_1     16                1.1
sky130_fd_sc_hd__inv_1      15               0.59
sky130_fd_sc_hd__ha_1       11                1.4
sky130_fd_sc_hd__o21ai_1    11               0.58
sky130_fd_sc_hd__a41oi_1     8               0.74
sky130_fd_sc_hd__and3_1      6               0.40
sky130_fd_sc_hd__nor2b_1     3               0.20
sky130_fd_sc_hd__or3_1       3               0.20
sky130_fd_sc_hd__or4_1       3               0.24
sky130_fd_sc_hd__a211oi_1    2               0.16
sky130_fd_sc_hd__a21bo_2     2               0.21
sky130_fd_sc_hd__a21o_1      2               0.16
sky130_fd_sc_hd__and4_1      2               0.18
sky130_fd_sc_hd__buf_2       2               0.11
sky130_fd_sc_hd__buf_6       2               0.24
sky130_fd_sc_hd__nand3b_1    2               0.16
sky130_fd_sc_hd__nand4b_1    2               0.18
sky130_fd_sc_hd__o22ai_1     2               0.13
## worst max-delay path, cell delays in order
cell	delay (ps)
sky130_fd_sc_hd__clkdlybuf4s50_1	550
sky130_fd_sc_hd__o2111ai_1	120
sky130_fd_sc_hd__nor4_1	160
sky130_fd_sc_hd__and3_1	190
sky130_fd_sc_hd__clkdlybuf4s50_1	460
## stage by stage
stage,cells,utilization [%],cell area [sq um]
3_3_place_gp,1295,45.7,10700
2_1_floorplan,921,-,9500
3_5_place_dp,1295,45.7,10700
4_1_cts,1337,48.8,11400
5_1_grt,1337,48.8,11400
6_report,1337,48.8,11400
## routing by layer
layer	vias up	wire [um]	share of wire (%)	global-route usage (%)
met2	108	8900	45	27.0
met4	0	335	1.7	2.61
met1	3268	9970	50	29.8
li1	3305	-	-	-
met5	-	0	0	0
met3	29	731	3.7	2.23
Power and IR drop assume default switching activity.
