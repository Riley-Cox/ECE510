==> design/flow/design.v <==
module spi_slave (
    input  logic clk,            
    input  logic rst_n,          
    input  logic sclk,           
    input  logic mosi,           
    output logic miso,           
    input  logic cs_n,           
    output logic [7:0] rx_data,  
    input  logic [7:0] tx_data,  
    output logic done            
);
    logic [7:0] shift_reg_rx;
    logic [7:0] shift_reg_tx;
    logic [2:0] bit_cnt;
    assign miso = (!cs_n) ? shift_reg_tx[7] : 1'b0;
    always_ff @(posedge clk or negedge rst_n) begin
        if (!rst_n) begin
            shift_reg_tx <= 8'd0;
        end else if (!cs_n && bit_cnt == 0) begin
            shift_reg_tx <= tx_data;
        end
    end
    always_ff @(posedge sclk or negedge rst_n) begin
        if (!rst_n) begin
            shift_reg_rx <= 8'd0;
            bit_cnt <= 3'd0;
            done <= 1'b0;
            rx_data <= 8'd0;
        end else if (!cs_n) begin
            shift_reg_rx <= {shift_reg_rx[6:0], mosi};
            bit_cnt <= bit_cnt + 1;
            if (bit_cnt == 3'd7) begin
                rx_data <= {shift_reg_rx[6:0], mosi};
                done <= 1'b1;
                bit_cnt <= 3'd0;
            end else begin
                done <= 1'b0;
            end
        end else begin
            bit_cnt <= 3'd0;
            done <= 1'b0;
        end
    end
    always_ff @(negedge sclk or negedge rst_n) begin
        if (!rst_n) begin
            shift_reg_tx <= 8'd0;
        end else if (!cs_n) begin
            shift_reg_tx <= {shift_reg_tx[6:0], 1'b0};
        end
    end
    initial begin
        $dumpfile("dump.vcd");
        $dumpvars(0, spi_slave);
    end
endmodule
==> design/flow/run.sh <==
#!/bin/bash
# OpenROAD 26Q1-2900-gdf79404cd8, Yosys 0.63+post, stock flow scripts
make -C /OpenROAD-flow-scripts/flow DESIGN_CONFIG=/design/flow/config.mk WORK_HOME=/design/flow/orfs finish
==> design/flow/config.mk <==
export PLATFORM = sky130hd
export DESIGN_NAME = spi_slave
export DESIGN_NICKNAME = spi_slave
export VERILOG_FILES = /design/flow/design.v
export SDC_FILE = /design/flow/constraint.sdc
export NUM_CORES = 4
export LEC_CHECK = 1
export CORE_AREA = 10 10 94 94
export DIE_AREA = 0 0 104 104
==> design/flow/constraint.sdc <==
current_design spi_slave

set clk_period 2.6
set clk_io_pct 0.2

create_clock -name clk0 -period $clk_period [get_ports {clk}]
create_clock -name clk1 -period $clk_period [get_ports {sclk}]

set non_clock_inputs [all_inputs -no_clocks]
set_input_delay [expr $clk_period * $clk_io_pct] -clock clk0 $non_clock_inputs
set_output_delay [expr $clk_period * $clk_io_pct] -clock clk0 [all_outputs]
==> summary.txt <==
Physical implementation.

- The run finished with clean final reports.
- The region available for standard cell placement spans 6830 µm².
- The via count of the first global-routing pass was roughly 400.
- The final report gives the core utilization as 0.151.
- The slowest stage of the critical path is the clkdlybuf4s50_1 cell.
- Summed over all layers, the global routing overflow is 0.
- The count of endpoints failing setup in the final report is 0.
- On the reported timing paths, the clock transition at the registers reads about 70 ps.
- Of the synthesized area, sequential elements account for 0.625.
- On the critical path the largest part of the delay comes from buffers and inverters.
- The count of input and output buffers is 12.
- The placed instances occupy a cell area of between 900 and 1000 µm².
- After clock tree synthesis, the setup repair step added 0 buffers.
- The antenna diode count is 0.
- Post-CTS repair ended up resizing 0 cells.
- The pin count of the biggest net entering global routing is 20.
- The number of antenna violations at the first check in global routing is 0.
- The post-synth design cell area is ~760 µm².
- The flip-flop and latch count after synthesis is 19.
- The Yosys warning count is 19.
- The first-pass GRT wire length is between 2 and 2.5 mm.
- The data arrival at the endpoint of the critical path is 1100 ps.
- Across every metal layer, demand over resource in global routing totals 0.0244.
- Per the run report, area growth between synthesis and finish was 35.2%.
- The count of warning messages emitted by the tools is 35.
- The iteration count recorded for the first detailed-route pass is 2.
- The type of the setup path with the least slack is reg2out.
- The worst pin sits at a relative slew slack of 0.463.
- The kind of end point of the critical path is an output pin.
- The initial utilization of the core area, before any placement, comes to 0.111.
- The biggest fanout along the worst timing path is 2.
- For reference, the final report shows the hold violation count at 0.
- The actual slew at the worst max-slew pin is 804 ps.
- The synth_stat.txt file lists the number of cells as around 44.
- The violation tally recorded at the end of detailed-routing iteration 0 is 8.
- Once layout is done, the placed cells without fillers occupy 1030 µm².
- For the final routed database, the setup TNS stands at 0 ps.
- In this run the count of I/O pins placed on the die edge is 23.
- The chip area line in the Yosys stat output reads between 700 and 800 µm².
- The worst setup slack before clock tree synthesis is 778 ps.
- The tally of max-capacitance violations is 0.
- The timing report gives the worst reg2reg path a setup slack of around 1100 ps.
- For the final database, setup skew stands at 6.75 ps.
- The maximum single-stage delay on the critical path is between 400 and 500 ps.
- Traced cell by cell, the critical path runs through clkdlybuf4s50_1.
- The number of standard cells in the layout, taps in and fillers out is 154.
- The detail route stage leaves a number of antenna-violating nets equal to 0.
- The height of the chip is about 100 µm.
- Per the OpenROAD floorplan log, the width of the die is roughly 100 µm.
- In this run the static leakage power is between 0.4 and 0.5 nW.
- The die outline area is 10,800 µm².
- Note that the worst hold path type here is reg2reg.
- IR analysis of the VDD net gives a maximum drop of 0.197 mV.
- The library cell used as clock root buffer is clkbuf_8.
- The sum of buffers and inverters on the critical path is 1.
- Detailed routing inserted a total of roughly 370 vias.
- Buffers inserted during clock tree synthesis total 3.
- A synthesized cell averages 17.3 µm².
- For reference, the placement row count at floorplan is 30.
- Per the gpl log, the routability congestion estimate is roughly 0.73.
- The layout summary lists the proportion of cells stronger than drive strength 1 as 0.362.
- Setup repair after global routing left no endpoint under its margin.
- Setup slack closes at 978 ps.
- Note, the detailed placer reported a final HPWL of just over 1 mm.
- The count of pins over their slew limit is 0.
- The script logs the mean routed wire length per placed instance as 8.58 µm.
- The final layout contains routed wiring with a total length of about 1.3 mm.
- The worst hold margin is 454 ps.
- TritonRoute reported its final design rule violation total as 0.
- The number of unique standard cell types used by synthesis is 10.
- The number of buffers inserted for hold repair after clock tree synthesis is 0.
- The total number of H-tree levels is 1.
- The power per standard cell area is ~620 nW/µm².
- According to the timing report, the data required time at the worst endpoint equals approximately 2100 ps.
- The gate count of the mapped netlist is 44.
- The type of origin of the critical path is a register.
- TritonCTS reports the number of clock sinks as 19.
- The total placed cells including tap cells is 150.
- The clock passes through at most 2 buffers.
- Overall power consumption after layout is estimated at roughly 640 µW.
- Dividing the detail-routed via count by the number of cells gives between 2 and 2.5.
- TritonCTS built the clock tree.
[final timing paths]
| check | from | end | cells past startpoint |
|---|---|---|---|
| min in group asynchronous | rst_n | rx_data[7]$_DFFE_PN0P_ | 1 |
| worst min register to register | bit_cnt[0]$_DFF_PN0_ | bit_cnt[0]$_DFF_PN0_ | 1 |
| worst min-delay path | bit_cnt[0]$_DFF_PN0_ | bit_cnt[0]$_DFF_PN0_ | 1 |
| max in group clk1 | cs_n | rx_data[3]$_DFFE_PN0P_ | 3 |
| max in group asynchronous | rst_n | shift_reg_rx[1]$_DFFE_PN0N_ | 1 |
| worst max-delay path | rx_data[2]$_DFFE_PN0P_ | rx_data[2] | 1 |
| worst max register to register | bit_cnt[0]$_DFF_PN0_ | rx_data[3]$_DFFE_PN0P_ | 4 |
| min in group clk0 | done$_DFF_PN0_ | done | 1 |
[final cells by class]
class / count / area [µm²]
Clock inverter: 1 / 5.00
Tap cell: 96 / 120
Fill cell: 773 / 5800
Multi-Input combinational cell: 22 / 259
Clock buffer: 3 / 41.3
Sequential cell: 19 / 475
Timing Repair Buffer: 13 / 128
[cells in the final DEF (no fill, tap or decap), drive strengths merged]
cell	n
mux2	15
clkdlybuf4s50	12
nor3	1
clkbuf	3
dfrtp	19
clkinv	1
ha	2
nor2b	3
conb	1
buf	1
[registers in the layout (all words and copies together) (netlist names)]
signal / cells
done: 1
shift_reg_rx: 7
bit_cnt: 3
rx_data: 8
[cell usage after synthesis]
master / count / area, µm²
mux2_4: 8 / 120
nor2b_4: 1 / 13.8
conb_1: 1 / 3.75
nor2b_1: 2 / 12.5
dfrtp_1: 19 / 475
buf_6: 1 / 11.3
mux2_2: 7 / 78.8
buf_4: 2 / 15.0
ha_1: 2 / 25.0
nor3_1: 1 / 5.00
[routing by layer]
metal  vias to the layer above  share of wire  track usage
met1                       183           0.42       0.0275
met2                         9           0.48       0.0392
met5                         -              0            0
met4                         0              0            0
met3                         0          0.091       0.0175
li1                        175              -            -
[logic make-up (layout without fill, tap and decap cells)]
family	after synthesis	in the layout	share of synthesized area
adder cells (fa/ha/maj)	2	2	0.0329
multiplexers	15	15	0.262
buffers and inverters	3	17	0.0345
AND/OR/NAND/NOR	4	4	0.0411
flip-flops	19	19	0.625
other	1	1	0.00493
[where the power goes]
| part | switching [mW] | internal (mW) | total, mW |
|---|---|---|---|
| clock | 0.0891 | 0.106 | 0.195 |
| sequential | 0.0253 | 0.337 | 0.362 |
| combinational | 0.0222 | 0.0609 | 0.0831 |
| total | 0.137 | 0.504 | 0.641 |
Power is estimated from default activity; no workload was simulated.
